**design.v**
```verilog
module tlb 
#(
parameter TLBNUM = 16 
)
(
     input                       clk, 
     input  [              18:0] s0_vpn2,
     input                       s0_odd_page,     
     input  [               7:0] s0_asid,     
     output                      s0_found,     
     output [$clog2(TLBNUM)-1:0] s0_index,     
     output [              19:0] s0_pfn,     
     output [               2:0] s0_c,     
     output                      s0_d,     
     output                      s0_v, 
     input  [              18:0] s1_vpn2,     
     input                       s1_odd_page,     
     input  [               7:0] s1_asid,     
     output                      s1_found,     
     output [$clog2(TLBNUM)-1:0] s1_index,     
     output [              19:0] s1_pfn,     
     output [               2:0] s1_c,     
     output                      s1_d,     
     output                      s1_v, 
     input                       we,      
     input  [$clog2(TLBNUM)-1:0] w_index,     
     input  [              18:0] w_vpn2,     
     input  [               7:0] w_asid,     
     input                       w_g,     
     input  [              19:0] w_pfn0,     
     input  [               2:0] w_c0,     
     input                       w_d0, 
     input                       w_v0,     
     input  [              19:0] w_pfn1,     
     input  [               2:0] w_c1,     
     input                       w_d1,     
     input                       w_v1, 
     input  [$clog2(TLBNUM)-1:0] r_index,     
     output [              18:0] r_vpn2,     
     output [               7:0] r_asid,     
     output                      r_g,     
     output [              19:0] r_pfn0,     
     output [               2:0] r_c0,     
     output                      r_d0,     
     output                      r_v0,     
     output [              19:0] r_pfn1,     
     output [               2:0] r_c1,     
     output                      r_d1,     
     output                      r_v1 
     ); 
    reg  [      18:0] tlb_vpn2     [TLBNUM-1:0]; 
    reg  [       7:0] tlb_asid     [TLBNUM-1:0]; 
    reg               tlb_g        [TLBNUM-1:0]; 
    reg  [      19:0] tlb_pfn0     [TLBNUM-1:0]; 
    reg  [       2:0] tlb_c0       [TLBNUM-1:0]; 
    reg               tlb_d0       [TLBNUM-1:0]; 
    reg               tlb_v0       [TLBNUM-1:0]; 
    reg  [      19:0] tlb_pfn1     [TLBNUM-1:0]; 
    reg  [       2:0] tlb_c1       [TLBNUM-1:0]; 
    reg               tlb_d1       [TLBNUM-1:0]; 
    reg               tlb_v1       [TLBNUM-1:0]; 
    wire [TLBNUM-1:0] match0;
    wire [TLBNUM-1:0] match1;
    assign match0[ 0] = (s0_vpn2==tlb_vpn2[ 0]) && ((s0_asid==tlb_asid[ 0]) || tlb_g[ 0]); 
    assign match0[ 1] = (s0_vpn2==tlb_vpn2[ 1]) && ((s0_asid==tlb_asid[ 1]) || tlb_g[ 1]);
    assign match0[ 2] = (s0_vpn2==tlb_vpn2[ 2]) && ((s0_asid==tlb_asid[ 2]) || tlb_g[ 2]);
    assign match0[ 3] = (s0_vpn2==tlb_vpn2[ 3]) && ((s0_asid==tlb_asid[ 3]) || tlb_g[ 3]);
    assign match0[ 4] = (s0_vpn2==tlb_vpn2[ 4]) && ((s0_asid==tlb_asid[ 4]) || tlb_g[ 4]);
    assign match0[ 5] = (s0_vpn2==tlb_vpn2[ 5]) && ((s0_asid==tlb_asid[ 5]) || tlb_g[ 5]);
    assign match0[ 6] = (s0_vpn2==tlb_vpn2[ 6]) && ((s0_asid==tlb_asid[ 6]) || tlb_g[ 6]);
    assign match0[ 7] = (s0_vpn2==tlb_vpn2[ 7]) && ((s0_asid==tlb_asid[ 7]) || tlb_g[ 7]);
    assign match0[ 8] = (s0_vpn2==tlb_vpn2[ 8]) && ((s0_asid==tlb_asid[ 8]) || tlb_g[ 8]);
    assign match0[ 9] = (s0_vpn2==tlb_vpn2[ 9]) && ((s0_asid==tlb_asid[ 9]) || tlb_g[ 9]);
    assign match0[10] = (s0_vpn2==tlb_vpn2[10]) && ((s0_asid==tlb_asid[10]) || tlb_g[10]);
    assign match0[11] = (s0_vpn2==tlb_vpn2[11]) && ((s0_asid==tlb_asid[11]) || tlb_g[11]);
    assign match0[12] = (s0_vpn2==tlb_vpn2[12]) && ((s0_asid==tlb_asid[12]) || tlb_g[12]);
    assign match0[13] = (s0_vpn2==tlb_vpn2[13]) && ((s0_asid==tlb_asid[13]) || tlb_g[13]);
    assign match0[14] = (s0_vpn2==tlb_vpn2[14]) && ((s0_asid==tlb_asid[14]) || tlb_g[14]);
    assign match0[15] = (s0_vpn2==tlb_vpn2[15]) && ((s0_asid==tlb_asid[15]) || tlb_g[15]); 
    assign match1[ 0] = (s1_vpn2==tlb_vpn2[ 0]) && ((s1_asid==tlb_asid[ 0]) || tlb_g[ 0]); 
    assign match1[ 1] = (s1_vpn2==tlb_vpn2[ 1]) && ((s1_asid==tlb_asid[ 1]) || tlb_g[ 1]);
    assign match1[ 2] = (s1_vpn2==tlb_vpn2[ 2]) && ((s1_asid==tlb_asid[ 2]) || tlb_g[ 2]);
    assign match1[ 3] = (s1_vpn2==tlb_vpn2[ 3]) && ((s1_asid==tlb_asid[ 3]) || tlb_g[ 3]);
    assign match1[ 4] = (s1_vpn2==tlb_vpn2[ 4]) && ((s1_asid==tlb_asid[ 4]) || tlb_g[ 4]);
    assign match1[ 5] = (s1_vpn2==tlb_vpn2[ 5]) && ((s1_asid==tlb_asid[ 5]) || tlb_g[ 5]);
    assign match1[ 6] = (s1_vpn2==tlb_vpn2[ 6]) && ((s1_asid==tlb_asid[ 6]) || tlb_g[ 6]);
    assign match1[ 7] = (s1_vpn2==tlb_vpn2[ 7]) && ((s1_asid==tlb_asid[ 7]) || tlb_g[ 7]);
    assign match1[ 8] = (s1_vpn2==tlb_vpn2[ 8]) && ((s1_asid==tlb_asid[ 8]) || tlb_g[ 8]);
    assign match1[ 9] = (s1_vpn2==tlb_vpn2[ 9]) && ((s1_asid==tlb_asid[ 9]) || tlb_g[ 9]);
    assign match1[10] = (s1_vpn2==tlb_vpn2[10]) && ((s1_asid==tlb_asid[10]) || tlb_g[10]);
    assign match1[11] = (s1_vpn2==tlb_vpn2[11]) && ((s1_asid==tlb_asid[11]) || tlb_g[11]);
    assign match1[12] = (s1_vpn2==tlb_vpn2[12]) && ((s1_asid==tlb_asid[12]) || tlb_g[12]);
    assign match1[13] = (s1_vpn2==tlb_vpn2[13]) && ((s1_asid==tlb_asid[13]) || tlb_g[13]);
    assign match1[14] = (s1_vpn2==tlb_vpn2[14]) && ((s1_asid==tlb_asid[14]) || tlb_g[14]);
    assign match1[15] = (s1_vpn2==tlb_vpn2[15]) && ((s1_asid==tlb_asid[15]) || tlb_g[15]); 
    assign s0_found = (match0 != 16'd0) ? 1'b1 : 1'b0;
    assign s0_index =  ({4{match0[ 0]}} & 4'd0 )
                     | ({4{match0[ 1]}} & 4'd1 )
                     | ({4{match0[ 2]}} & 4'd2 )
                     | ({4{match0[ 3]}} & 4'd3 )
                     | ({4{match0[ 4]}} & 4'd4 )
                     | ({4{match0[ 5]}} & 4'd5 )
                     | ({4{match0[ 6]}} & 4'd6 )
                     | ({4{match0[ 7]}} & 4'd7 )
                     | ({4{match0[ 8]}} & 4'd8 )
                     | ({4{match0[ 9]}} & 4'd9 )
                     | ({4{match0[10]}} & 4'd10)
                     | ({4{match0[11]}} & 4'd11)
                     | ({4{match0[12]}} & 4'd12)
                     | ({4{match0[13]}} & 4'd13)
                     | ({4{match0[14]}} & 4'd14)
                     | ({4{match0[15]}} & 4'd15);
    assign s0_pfn = s0_found ? (s0_odd_page ? tlb_pfn1[s0_index] : tlb_pfn0[s0_index]) :  20'd0 ;
    assign s0_c   = s0_found ? (s0_odd_page ? tlb_c1[s0_index] : tlb_c0[s0_index]) :  3'd0;
    assign s0_d   = s0_found ? (s0_odd_page ? tlb_d1[s0_index]: tlb_d0[s0_index]) :  1'd0;  
    assign s0_v   = s0_found ? (s0_odd_page ? tlb_v1[s0_index]: tlb_v0[s0_index]) :  1'd0;  
    assign s1_found = (match1 != 16'd0) ? 1'b1 : 1'b0;
    assign s1_index =  ({4{match1[ 0]}} & 4'd0 )
                     | ({4{match1[ 1]}} & 4'd1 )
                     | ({4{match1[ 2]}} & 4'd2 )
                     | ({4{match1[ 3]}} & 4'd3 )
                     | ({4{match1[ 4]}} & 4'd4 )
                     | ({4{match1[ 5]}} & 4'd5 )
                     | ({4{match1[ 6]}} & 4'd6 )
                     | ({4{match1[ 7]}} & 4'd7 )
                     | ({4{match1[ 8]}} & 4'd8 )
                     | ({4{match1[ 9]}} & 4'd9 )
                     | ({4{match1[10]}} & 4'd10)
                     | ({4{match1[11]}} & 4'd11)
                     | ({4{match1[12]}} & 4'd12)
                     | ({4{match1[13]}} & 4'd13)
                     | ({4{match1[14]}} & 4'd14)
                     | ({4{match1[15]}} & 4'd15);
    assign s1_pfn = s1_found ? (s1_odd_page ? tlb_pfn1[s1_index] : tlb_pfn0[s1_index]) :  20'd0 ;
    assign s1_c   = s1_found ? (s1_odd_page ? tlb_c1[s1_index] : tlb_c0[s1_index]) :  3'd0;
    assign s1_d   = s1_found ? (s1_odd_page ? tlb_d1[s1_index] : tlb_d0[s1_index]) :  1'd0;  
    assign s1_v   = s1_found ? (s1_odd_page ? tlb_v1[s1_index] : tlb_v0[s1_index]) :  1'd0; 
    assign r_vpn2 = tlb_vpn2[r_index];
    assign r_asid = tlb_asid[r_index];
    assign r_g    = tlb_g   [r_index];
    assign r_pfn0 = tlb_pfn0[r_index];
    assign r_c0   = tlb_c0  [r_index];
    assign r_d0   = tlb_d0  [r_index];
    assign r_v0   = tlb_v0  [r_index];
    assign r_pfn1 = tlb_pfn1[r_index];
    assign r_c1   = tlb_c1  [r_index];
    assign r_d1   = tlb_d1  [r_index];
    assign r_v1   = tlb_v1  [r_index];                       
    always@(posedge clk) 
    begin
    if(we) 
        tlb_vpn2[w_index] <= w_vpn2;
    end
    always@(posedge clk) 
    begin
    if(we) 
        tlb_asid[w_index] <= w_asid;
    end
    always@(posedge clk) 
    begin
    if(we) 
        tlb_g[w_index] <= w_g;
    end
    always@(posedge clk) 
    begin
    if(we) 
        tlb_pfn0[w_index] <= w_pfn0;
    end
    always@(posedge clk) 
    begin
    if(we) 
        tlb_c0[w_index] <= w_c0;
    end
    always@(posedge clk) 
    begin
    if(we) 
        tlb_d0[w_index] <= w_d0;
    end
    always@(posedge clk) 
    begin
    if(we) 
        tlb_v0[w_index] <= w_v0;
    end
    always@(posedge clk) 
    begin
    if(we) 
        tlb_pfn1[w_index] <= w_pfn1;
    end
    always@(posedge clk) 
    begin
    if(we) 
        tlb_c1[w_index] <= w_c1;
    end
    always@(posedge clk) 
    begin
    if(we) 
        tlb_d1[w_index] <= w_d1;
    end
    always@(posedge clk) 
    begin
    if(we) 
        tlb_v1[w_index] <= w_v1;
    end
    endmodule 
```
**run.sh**
```bash
#!/bin/bash
# OpenROAD 26Q1-2900-gdf79404cd8, Yosys 0.63+post, stock flow scripts
make -C /OpenROAD-flow-scripts/flow DESIGN_CONFIG=/design/flow/config.mk WORK_HOME=/design/flow/orfs finish
```
**config.mk**
```make
export PLATFORM = sky130hd
export DESIGN_NAME = tlb
export DESIGN_NICKNAME = tlb
export VERILOG_FILES = /design/flow/design.v
export SDC_FILE = /design/flow/constraint.sdc
export NUM_CORES = 4
export LEC_CHECK = 1
export CORE_UTILIZATION = 40
```
**constraint.sdc**
```tcl
current_design tlb

set clk_period 34.7
set clk_io_pct 0.2

create_clock -name clk0 -period $clk_period [get_ports {clk}]

set non_clock_inputs [all_inputs -no_clocks]
set_input_delay [expr $clk_period * $clk_io_pct] -clock clk0 $non_clock_inputs
set_output_delay [expr $clk_period * $clk_io_pct] -clock clk0 [all_outputs]
```
==> CHANGELOG.md <==
### Physical design

* Status: completed
* Post-layout minimum cycle time at 20.86 ns
* Worst Path Arrival at 13.92 ns
* CTS root buf: clkbuf_16
* Critical path peak fanout at 40
* Via count at 44546
* Initial antenna violation count at 28
* CP required at 27.76 ns
* Clock transition at path regs at 0.06 ns
* Post-synth EDFFs at 1248
* Cycle use final at 60.1%
* Synth top cells by count: edfxtp_1, xor2_1, mux4_2
* Max clock buf depth at 3
* DR WL/cell at 38.8 µm
* Setup TNS at 0 ns
* CP Capture Type: output port
* Ports at 282
* Routability cong. at 1.07
* Core area at 176000 µm²
* Dpl cells at 6752
* Setup bufs post-CTS at 0
* Synth warnings at 1
* CTS Buf Count at 141
* Max Freq at 0.0479 GHz
* Hold buffer count at CTS at 0
* Final Max Tran Viols at 0
* Power per cell area at 44.0 nW/µm²
* Dominant comb cell: multiplexers
* Sinks on Clock Net at 1248
* Maxcap violations at 0
* Final setup viols at 0
* Crit path launch type: primary input
* Adder Share, Synth at 0%
* Hold Path Cell Cnt at 2
* Hold Crit Class: primary input to flop
* Post-synth top area share at 53.0%
* Post-synth seq share at 53.0%
* Total power at 3.55 mW
* Simple share at 3.02%
* Seq cells post-synth at 1248
* Site Rows at 154
* Synth Flop Type: edfxtp_1
* Synthesized cell area at 70800 µm²
* Worst ir drop on vdd at 0.0000550 V
* Area leader, netlist: edfxtp_1
* Worst setup path class: primary input to output port
* Ys async rst share at 0%
* Final WL at 272000 µm
* Yosys aoi share at 3.68%
* Post-synthesis cell type count at 43
* Synthesized instance count at 4313
* Util after Layout at 45.9%
* Final HPWL DP at 182000 µm
* Global route overflow at 0
* IO Port Bufs at 281
* Drt drc at 0
* Die H at 423 µm
* Antenna Nets Post-Route at 0
* Final Hold Fails at 0
* Syn_area_per_cell at 16.4 µm²
* Chip area at 179000 µm²
* Leak at 24.9 nW
* First-pass GRT wire length at 378000 µm
* Die W at 423 µm
* Worst Tran Pin Value at 1.06 ns
* Total track usage at 33.0%
* Yosys top cell by instances: edfxtp_1
* Largest net degree at the start of global routing at 93
* Max H-tree Level at 4
* Cell count in the Yosys report at 4313
* DRT Pass-1 Iters at 5
* TritonCTS clock tree: built
* Max_slew headroom at 28.6%
* Non-Filler Instances at 7013
* WHS Endpoint: tlb_vpn2[6][2]$_DFFE_PP_
* Min-delay src: w_vpn2[2]
* Layout overhead on the synthesized area at 14.0%
* PostCTS Resize Cnt at 0
* Initial DRC Count at 3392
* Largest cells by area: edfxtp_1, mux4_2, xor2_1
* Via-per-instance ratio at 6.35
* XOR Share, Synth at 10.7%
* Number of global-route vias before repair at 48145
* Mux frac, synth at 26.7%
* Tool Warnings at 26
* RSZ-0062 raised after global routing: false
* Fraction of layout cells with a size suffix above 1 at 23.3%
* FP Util at 40.2%
* Yosys chip area at 70800 µm²
-- worst max-delay path: stages --
cell and delay, ns:
clkdlybuf4s50_1 0.45, buf_4 0.36, xor2_1 0.12, nor4_1 0.92, nand4_1 0.49, nor3_2 0.26
nor4_1 0.07, buf_4 0.17, nand2_4 0.32, buf_4 0.62, buf_4 0.72, buf_4 0.67
mux2i_1 0.15, mux2_2 0.28, a21oi_1 0.19, o311a_1 0.49, clkdlybuf4s50_1 0.58
-- worst max path at each step --
stage	from	to	slack [ns]	depth (start not counted)
4_1_cts	s0_vpn2[17]	s0_pfn[0]	13.93	17
6_report	s0_vpn2[17]	s0_pfn[0]	13.84	17
5_1_grt	s1_vpn2[4]	s1_pfn[1]	13.63	16
-- registers in the layout (all words and copies together) (netlist names) --
| name | flops |
|---|---|
| tlb_asid | 128 |
| tlb_c0 | 48 |
| tlb_c1 | 48 |
| tlb_d0 | 16 |
| tlb_d1 | 16 |
| tlb_g | 16 |
| tlb_pfn0 | 320 |
| tlb_pfn1 | 320 |
| tlb_v0 | 16 |
| tlb_v1 | 16 |
| tlb_vpn2 | 304 |
-- metrics by stage --
step                area (µm²)  hold slack (ns)  setup slack [ns]
finish                   80700             6.98             13.84
global route             80600             6.95             13.63
CTS                      80600             6.93             13.93
detailed placement       76100             7.81             13.93
global placement         76100             7.77             13.96
floorplan                70800             7.04             18.29
-- cells in the final DEF (no fill, tap or decap), drive strengths merged, types with 50 or more instances in the layout --
| cell type | Yosys | final |
|---|---|---|
| mux2 | 50 | 50 |
| xnor2 | 96 | 96 |
| buf | 245 | 181 |
| clkdlybuf4s50 | 0 | 276 |
| mux2i | 450 | 450 |
| a221o | 50 | 50 |
| xor2 | 768 | 768 |
| nor4 | 198 | 198 |
| clkbuf | 114 | 168 |
| a21oi | 108 | 108 |
| clkinv | 0 | 51 |
| edfxtp | 1248 | 1248 |
| mux4 | 615 | 615 |
| nand2 | 53 | 53 |
| a22oi | 100 | 100 |
-- per-layer routing --
metal | GRT usage (%) | routed length (µm) | vias up
li1 | - | - | 18093
met1 | 41.3 | 91800 | 22567
met2 | 47.0 | 124000 | 3277
met3 | 21.5 | 42000 | 571
met4 | 12.9 | 13600 | 38
met5 | 0.457 | 299 | -
-- layout make-up --
class	count	area, µm²
Antenna cell	10	25.0
Sequential cell	1248	37500
Tap cell	2340	2930
Timing Repair Buffer	458	4230
Fill cell	14946	95300
Clock inverter	84	888
Inverter	3	11.3
Clock buffer	167	3650
Multi-Input combinational cell	2703	31500
-- report_power, final --
part           switching, mW  leakage (nW)  internal (mW)
Clock                  0.637          2.20          0.860
Combinational          0.191          11.5          0.139
Sequential            0.0285          11.3           1.69
-- cells by family (layout without fill, tap and decap cells) --
kind of cell              Yosys count  in the layout
and+or+nand+nor                   380            380
muxes                            1115           1115
xor gates and xnor gates          864            864
AOI/OAI and AO/OA                 344            344
DFF                              1248           1248
buffers and inverters             362            712
other                               0             10
No activity file was given, so power comes from the tool's default toggle rates.
